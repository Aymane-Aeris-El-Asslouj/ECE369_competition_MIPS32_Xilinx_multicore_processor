==> /design/flow/design.v <==
module ClkDiv(Clk, Rst, ClkOut);
   input wire Clk, Rst;
   output reg ClkOut;
  parameter DivVal = 50000000;
   reg [25:0] DivCnt;
   reg ClkInt;
   always @(posedge Clk) begin
      if( Rst == 1 )begin
         DivCnt <= 0;
         ClkOut <= 0;
         ClkInt <= 0;
      end
      else begin
         if( DivCnt == DivVal ) begin
            	ClkOut <= ~ClkInt;
            	ClkInt <= ~ClkInt;
            	DivCnt <= 0;
         end
         else begin
            	ClkOut <= ClkInt;
            	ClkInt <= ClkInt;
            	DivCnt <= DivCnt + 1;
         end
      end
   end
endmodule
==> /design/flow/run.sh <==
#!/bin/bash
# OpenROAD 26Q1-2900-gdf79404cd8, Yosys 0.63+post, stock flow scripts
make -C /OpenROAD-flow-scripts/flow DESIGN_CONFIG=/design/flow/config.mk WORK_HOME=/design/flow/orfs finish
==> /design/flow/config.mk <==
export PLATFORM = sky130hd
export DESIGN_NAME = ClkDiv
export DESIGN_NICKNAME = ClkDiv
export VERILOG_FILES = /design/flow/design.v
export SDC_FILE = /design/flow/constraint.sdc
export NUM_CORES = 4
export LEC_CHECK = 1
export CORE_AREA = 10 10 110 110
export DIE_AREA = 0 0 120 120
export SYNTH_HDL_FRONTEND = slang
==> /design/flow/constraint.sdc <==
current_design ClkDiv

set clk_period 4.7
set clk_io_pct 0.2

create_clock -name clk0 -period $clk_period [get_ports {Clk}]

set non_clock_inputs [all_inputs -no_clocks]
set_input_delay [expr $clk_period * $clk_io_pct] -clock clk0 $non_clock_inputs
set_output_delay [expr $clk_period * $clk_io_pct] -clock clk0 [all_outputs]
==> impl_metrics.csv <==
group,metric,value,unit
run_status,outcome,"complete, no violations",
final_layout,area_delta_synth_final,16.7,%
final_timing,finalHoldViolCount,0,
worst_setup_path,max_stage_delay,0.41,ns
worst_setup_path,r2r_end,"DivCnt[24]$_SDFF_PP0_",
synthesis,synth.distinct_cells,31,
grt,grt_usage,3.42,%
power_and_ir_drop,leakagePower,0.433,nW
die,core_util_floorplan,13.4,%
clock_tree,clockBufferDepth,2,
drt,drc,0,
worst_setup_path,cp_max_fo,6,
final_timing,finalClockPeriodUsage,44.1,%
power_and_ir_drop,power_frac_comb,3.5,%
worst_setup_path,path_cells,"ha_1 > and4_1 > nand4_1 > nor4_1 > mux2_2",
drt,dr.pass1.iters,4,
die,chip_area,14400,um2
job,warning_count,26,
final_layout,layout-drive-gt1-share,7.14,%
worst_setup_path,critical_path_class,"flip-flop to flip-flop",
final_timing,tightest_slew,0.477,ns
drt,drt_iter0_drc,44,
worst_setup_path,cp-end-kind,"flip-flop",
final_layout,fillCellCount,1103,
final_layout,lay_top_count,"dfxtp_1",
worst_hold_path,min_path_type,"flip-flop to flip-flop",
worst_setup_path,path_delay_family,"simple AND/OR/NAND/NOR gates",
final_timing,fin_crit,2.07,ns
drt,ant_nets,0,
worst_setup_path,crit_slowest_cell,"dfxtp_1",
worst_setup_path,r2r_cells,5,
die,ios,3,
synthesis,ys_seq_share,41.3,%
synthesis,yosysWarnings,0,
synthesis,synth.largest_area_cell,"dfxtp_1",
drt,avgRoutedWirePerCell,8.21,um
grt,grt_pass1_vias,971,
clock_tree,ctsResizeCount,0,
die,coreArea,9770,um2
clock_tree,clk_pin_slew,0.09,ns
grt,grt_start_max_net_pins,24,
placement,portBuffers,2,
final_layout,final_layout_top_logic_cells,"27 x dfxtp_1, 16 x nor2_1, 11 x a21oi_1, 9 x nand2_1, 8 x nand3_1",
power_and_ir_drop,power_switching,0.0000787,W
final_timing,clock.fmax,0.483,GHz
final_timing,setup_tns,0,ns
grt,antenna_found_initial,0,
worst_setup_path,crit_required,4.86,ns
worst_hold_path,holdPathEnd,"DivCnt[25]$_SDFF_PP0_",
job,cap_violations,0,
synthesis,netlist_area,1310,um2
clock_tree,holdBufCountCts,0,
power_and_ir_drop,p_seq_share,62.4,%
synthesis,yosysChipArea,1310,um2
clock_tree,cts_sinks,27,
die,dieHeight,120,um
power_and_ir_drop,p_per_area,245,nW/um2
clock_tree,clk_latency,0.27,ns
final_timing,slew_headroom,68.2,%
synthesis,top_area_share,41.3,%
worst_setup_path,critPathLaunchType,"flip-flop",
power_and_ir_drop,internal_power,0.000295,W
drt,routed_wl,2360,um
die,die_w,120,um
synthesis,ys_ff,27,
worst_hold_path,min-delay-start,"DivCnt[25]$_SDFF_PP0_",
placement,dp_hpwl,1680,um
synthesis,avgSynthCellArea,8.66,um2
power_and_ir_drop,p_clk_share,34.1,%
drt,vias,1067,
final_timing,rsz0062_at_grt,"false",
clock_tree,h-tree-depth,1,
power_and_ir_drop,swShare,21.0,%
clock_tree,cts_tree,"yes",
final_timing,final_max_slew_viol_count,0,
clock_tree,cts_root_buf,"clkbuf_8",
synthesis,synthCells,151,
final_timing,setup_viol,0,
worst_setup_path,cp.arrival,2.24,ns
worst_setup_path,r2r-start,"DivCnt[0]$_SDFF_PP0_",
drt,viasPerCell,3.72,
placement,place.gp.congestion,0.822,
power_and_ir_drop,finalPower,0.000374,W
worst_setup_path,reg2reg_slack,2.63,ns
worst_hold_path,hold_depth,2,
synthesis,top_cells_by_area,"dfxtp_1 41%, xor2_1 4.7%, nor2_1 4.6%, a21oi_1 4.2%, o31ai_1 4.0%",
clock_tree,post-cts-setup-buffer-count,0,
power_and_ir_drop,vdd_drop_max,0.134,mV
worst_setup_path,cp_num_buf_inv,0,
final_timing,skew,0.00317,ns
drt,antenna_cells,0,
grt,grt_pass1_wl,4400,um
synthesis,ys_cells,151,
clock_tree,numCtsBuffers,3,
grt,grt-ovfl-total,0,
die,rows,36,
==> through the flow <==
| stage | worst slack (ns) | instances | util, % | hold WS (ns) | instance area [um2] |
|---|---|---|---|---|---|
| floorplan | 2.92 | 151 | - | 0.439 | 1310 |
| global placement | 2.52 | 283 | 15.1 | 0.463 | 1480 |
| detailed placement | 2.49 | 283 | 15.1 | 0.468 | 1480 |
| CTS | 2.62 | 287 | 15.6 | 0.483 | 1530 |
| global route | 2.50 | 287 | 15.6 | 0.520 | 1530 |
| finish | 2.63 | 287 | 15.6 | 0.479 | 1530 |
==> routing by layer <==
layer	up-vias	wire, um	track usage (%)
li1	564	-	-
met1	488	1260	4.93
met2	13	1000	5.33
met3	2	92	0.904
met4	0	5	0.0754
met5	-	0	0
==> worst max-delay path by stage <==
stage	startpoint	end	slack [ns]	depth (start not counted)
6_report	DivCnt[0]$_SDFF_PP0_	DivCnt[24]$_SDFF_PP0_	2.63	5
5_1_grt	DivCnt[0]$_SDFF_PP0_	DivCnt[24]$_SDFF_PP0_	2.50	5
4_1_cts	DivCnt[0]$_SDFF_PP0_	DivCnt[24]$_SDFF_PP0_	2.62	5
==> final cells by class <==
type / instances / area [um2] / share of cell area (%)
multi-input combinational: 115 / 726 / 47.6
sequential: 27 / 541 / 35.4
tap: 133 / 166 / 10.9
clock buffer: 3 / 41.3 / 2.71
timing repair buffer: 3 / 27.5 / 1.80
inverter: 5 / 18.8 / 1.23
clock inverter: 1 / 5.00 / 0.328
==> cell families (layout without fill, tap and decap cells) <==
group                      after synthesis  count (layout)  share of synthesized area (%)
xor gates and xnor gates                11              11                           7.37
muxes                                    1               1                          0.861
adders and majority gates                2               2                           1.91
and+or+nand+nor                         76              76                           33.4
AOI/OAI and AO/OA                       25              25                           12.0
buffers and inverters                    9              12                           3.16
DFF                                     27              27                           41.3
==> cell usage after synthesis <==
cell	instances
o21bai_2	1
nor2_1	16
inv_1	5
xor2_1	7
nor2b_1	3
nor3b_1	1
or2_2	1
or3_4	1
and4_1	4
or3_1	6
and3_1	2
nor3_1	2
ha_1	2
nand4_1	7
a31o_2	2
clkbuf_1	2
o21ai_0	4
or4_1	7
nor4b_1	3
and2_1	1
nand2_1	9
nand3_1	8
buf_4	2
mux2_2	1
xnor2_1	4
dfxtp_1	27
or4b_1	1
or2_1	1
a21oi_1	11
nor4_1	3
o31ai_1	7
==> state kept, by name, indices dropped and copies added (netlist names) <==
name	count
ClkInt	1
DivCnt	26
==> power groups by stage <==
stage / Sequential, W / Clock, W / Combinational (W)
CTS: 0.000233 / 0.000136 / 0.0000134
global route: 0.000234 / 0.000143 / 0.0000152
finish: 0.000233 / 0.000128 / 0.0000132
==> tightest hold or removal path: stages (launching register included) <==
cell     delay (ns)
dfxtp_1        0.32
o31ai_1        0.06
a21oi_1        0.06
Power and IR drop assume default switching activity.
